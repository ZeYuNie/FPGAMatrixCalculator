[flow/design.v]
package matrix_op_defs_pkg;
    parameter int MATRIX_BLOCK_SIZE     = 1152;
    parameter int MATRIX_DATA_WIDTH     = 32;
    parameter int MATRIX_ADDR_WIDTH     = 14;
    parameter int MATRIX_ID_WIDTH       = 3;
    parameter int MATRIX_METADATA_WORDS = 3;
    parameter int MATRIX_DATA_CAPACITY  = MATRIX_BLOCK_SIZE - MATRIX_METADATA_WORDS;
    typedef struct packed {
        logic [7:0] rows;
        logic [7:0] cols;
    } matrix_shape_t;
    typedef enum logic [3:0] {
        MATRIX_OP_STATUS_IDLE         = 4'd0,
        MATRIX_OP_STATUS_BUSY         = 4'd1,
        MATRIX_OP_STATUS_SUCCESS      = 4'd2,
        MATRIX_OP_STATUS_ERR_DIM      = 4'd3,
        MATRIX_OP_STATUS_ERR_ID       = 4'd4,
        MATRIX_OP_STATUS_ERR_EMPTY    = 4'd5,
        MATRIX_OP_STATUS_ERR_WRITER   = 4'd6,
        MATRIX_OP_STATUS_ERR_FORMAT   = 4'd7,
        MATRIX_OP_STATUS_ERR_INTERNAL = 4'd8
    } matrix_op_status_e;
    localparam matrix_shape_t MATRIX_SHAPE_ZERO = '{rows:8'd0, cols:8'd0};
    function automatic matrix_shape_t decode_shape_word(input logic [MATRIX_DATA_WIDTH-1:0] word);
        matrix_shape_t shape;
        shape.rows = word[31:24];
        shape.cols = word[23:16];
        return shape;
    endfunction
    function automatic logic [15:0] shape_element_count(input matrix_shape_t shape);
        return shape.rows * shape.cols;
    endfunction
    function automatic logic [MATRIX_ADDR_WIDTH-1:0] linear_data_addr(
        input logic [MATRIX_ADDR_WIDTH-1:0] base_addr,
        input logic [15:0] linear_index
    );
        return base_addr + MATRIX_METADATA_WORDS + linear_index;
    endfunction
    function automatic logic [MATRIX_ADDR_WIDTH-1:0] indexed_data_addr(
        input logic [MATRIX_ADDR_WIDTH-1:0] base_addr,
        input matrix_shape_t shape,
        input logic [15:0] row_idx,
        input logic [15:0] col_idx
    );
        return base_addr + MATRIX_METADATA_WORDS + row_idx * shape.cols + col_idx;
    endfunction
    function automatic logic is_valid_matrix_id(input logic [MATRIX_ID_WIDTH-1:0] matrix_id);
        return (matrix_id <= 3'd7);
    endfunction
    function automatic logic is_valid_operand_id(input logic [MATRIX_ID_WIDTH-1:0] matrix_id);
        return (matrix_id >= 3'd1) && (matrix_id <= 3'd7);
    endfunction
    function automatic logic is_data_capacity_ok(input logic [15:0] elem_count);
        return (elem_count > 0) && (elem_count <= MATRIX_DATA_CAPACITY);
    endfunction
endpackage
package matrix_op_selector_pkg;
    typedef enum logic [4:0] {
        IDLE,
        WAIT_INFO,
        GET_DIMS,
        WAIT_M,
        READ_M,
        WAIT_N,
        READ_N,
        SCAN_MATRICES,
        WAIT_SCANNER,
        DISPLAY_LIST,
        WAIT_READER_LIST,
        SELECT_A,
        WAIT_ID_A,
        READ_ID_A,
        DISPLAY_A,
        WAIT_READER_A,
        CHECK_MODE,
        SELECT_B,
        WAIT_ID_B,
        READ_ID_B,
        DISPLAY_B,
        WAIT_READER_B,
        SELECT_SCALAR,
        VALIDATE,
        ERROR_WAIT,
        DONE
    } state_t;
    typedef enum logic [2:0] {
        OP_SINGLE,
        OP_DOUBLE,
        OP_SCALAR
    } op_mode_t;
    typedef enum logic [2:0] {
        CALC_TRANSPOSE,
        CALC_ADD,
        CALC_MUL,
        CALC_SCALAR_MUL,
        CALC_CONV
    } calc_type_t;
endpackage
`timescale 1ns / 1ps
module uart_packet_handler #(
    parameter int unsigned MAX_PAYLOAD_BYTES = 512
) (
    input  logic        clk,
    input  logic        rst_n,
    input  logic [7:0]  rx_byte,
    input  logic        rx_byte_valid,
    output logic        rx_byte_ready,
    output logic        pkt_meta_valid,
    input  logic        pkt_meta_ready,
    output logic [7:0]  pkt_cmd,
    output logic [15:0] pkt_length,
    output logic [1:0]  pkt_error,         
    output logic [7:0]  pkt_payload_data,
    output logic        pkt_payload_valid,
    output logic        pkt_payload_last,
    input  logic        pkt_payload_ready,
    input  logic        tx_meta_valid,
    output logic        tx_meta_ready,
    input  logic [7:0]  tx_cmd,
    input  logic [15:0] tx_length,
    input  logic [7:0]  tx_payload_data,
    input  logic        tx_payload_valid,
    input  logic        tx_payload_last,
    output logic        tx_payload_ready,
    output logic [7:0]  tx_byte,
    output logic        tx_byte_valid,
    input  logic        tx_byte_ready
);
    typedef enum logic [3:0] {
        RX_IDLE,
        RX_HEAD1,
        RX_CMD,
        RX_LEN_L,
        RX_LEN_H,
        RX_PAYLOAD,
        RX_HOLD_META,
        RX_STREAM_PAYLOAD,
        RX_ERROR_DROP
    } rx_state_e;
    rx_state_e           rx_state, rx_state_nxt;
    logic [7:0]          rx_cmd_reg;
    logic [15:0]         rx_len_reg;
    logic [15:0]         rx_payload_count;
    logic [7:0]          payload_mem [0:MAX_PAYLOAD_BYTES-1];
    logic [15:0]         payload_wr_ptr;
    logic [15:0]         payload_rd_ptr;
    logic [1:0]          pkt_error_reg;
    always_comb begin
        rx_state_nxt   = rx_state;
        rx_byte_ready  = 1'b1;
        case (rx_state)
            RX_IDLE: begin
                if (rx_byte_valid && rx_byte == 8'hAA) begin
                    rx_state_nxt = RX_HEAD1;
                end
            end
            RX_HEAD1: begin
                if (rx_byte_valid) begin
                    if (rx_byte == 8'h55) begin
                        rx_state_nxt = RX_CMD;
                    end else begin
                        rx_state_nxt = RX_IDLE;
                    end
                end
            end
            RX_CMD: begin
                if (rx_byte_valid) begin
                    rx_state_nxt = RX_LEN_L;
                end
            end
            RX_LEN_L: begin
                if (rx_byte_valid) begin
                    rx_state_nxt = RX_LEN_H;
                end
            end
            RX_LEN_H: begin
                if (rx_byte_valid) begin
                    if (rx_len_reg == 16'd0) begin
                        rx_state_nxt = pkt_meta_ready ? RX_IDLE : RX_HOLD_META;
                    end else if (rx_len_reg > MAX_PAYLOAD_BYTES) begin
                        rx_state_nxt = RX_ERROR_DROP;
                    end else begin
                        rx_state_nxt = RX_PAYLOAD;
                    end
                end
            end
            RX_PAYLOAD: begin
                if (rx_byte_valid) begin
                    if (rx_payload_count + 16'd1 == rx_len_reg) begin
                        rx_state_nxt = pkt_meta_ready ? RX_STREAM_PAYLOAD : RX_HOLD_META;
                    end
                end
            end
            RX_HOLD_META: begin
                if (pkt_meta_ready) begin
                    rx_state_nxt = (rx_len_reg == 16'd0) ? RX_IDLE : RX_STREAM_PAYLOAD;
                end
                rx_byte_ready = 1'b0;
            end
            RX_STREAM_PAYLOAD: begin
                rx_byte_ready = 1'b0;
                if (pkt_payload_valid && pkt_payload_ready && pkt_payload_last) begin
                    rx_state_nxt = RX_IDLE;
                end
            end
            RX_ERROR_DROP: begin
                if (rx_byte_valid && rx_byte == 8'hAA) begin
                    rx_state_nxt = RX_HEAD1;
                end else if (rx_byte_valid) begin
                    rx_state_nxt = RX_IDLE;
                end
            end
            default: rx_state_nxt = RX_IDLE;
        endcase
    end
    always_ff @(posedge clk or negedge rst_n) begin
        if (!rst_n) begin
            rx_state          <= RX_IDLE;
            rx_cmd_reg        <= '0;
            rx_len_reg        <= '0;
            rx_payload_count  <= '0;
            payload_wr_ptr    <= '0;
            payload_rd_ptr    <= '0;
            pkt_error_reg     <= 2'd0;
        end else begin
            rx_state <= rx_state_nxt;
            if (rx_state == RX_IDLE && rx_byte_valid && rx_byte == 8'hAA) begin
                payload_wr_ptr   <= '0;
                rx_payload_count <= '0;
                pkt_error_reg    <= 2'd0;
            end
            if (rx_state == RX_CMD && rx_byte_valid) begin
                rx_cmd_reg     <= rx_byte;
            end
            if (rx_state == RX_LEN_L && rx_byte_valid) begin
                rx_len_reg[7:0] <= rx_byte;
            end
            if (rx_state == RX_LEN_H && rx_byte_valid) begin
                rx_len_reg[15:8] <= rx_byte;
                if ({rx_byte, rx_len_reg[7:0]} > MAX_PAYLOAD_BYTES) begin
                    pkt_error_reg <= 2'd1;
                end
            end
            if (rx_state == RX_PAYLOAD && rx_byte_valid) begin
                payload_mem[payload_wr_ptr] <= rx_byte;
                payload_wr_ptr              <= payload_wr_ptr + 16'd1;
                rx_payload_count            <= rx_payload_count + 16'd1;
            end
            if (rx_state == RX_STREAM_PAYLOAD && pkt_payload_valid && pkt_payload_ready) begin
                payload_rd_ptr <= payload_rd_ptr + 16'd1;
            end else if (rx_state == RX_IDLE || rx_state == RX_HEAD1) begin
                payload_rd_ptr <= 16'd0;
            end
        end
    end
    assign pkt_cmd    = rx_cmd_reg;
    assign pkt_length = rx_len_reg;
    assign pkt_error  = pkt_error_reg;
    assign pkt_meta_valid = (rx_state == RX_HOLD_META);
    assign pkt_payload_valid = (rx_state == RX_STREAM_PAYLOAD);
    assign pkt_payload_data  = payload_mem[payload_rd_ptr];
    assign pkt_payload_last  = (payload_rd_ptr + 16'd1 == rx_len_reg);
    typedef enum logic [3:0] {
        TX_IDLE,
        TX_HEAD0,
        TX_HEAD1,
        TX_CMD,
        TX_LEN_L,
        TX_LEN_H,
        TX_PAYLOAD
    } tx_state_e;
    tx_state_e          tx_state, tx_state_nxt;
    logic [15:0]        tx_len_counter;
    always_comb begin
        tx_state_nxt     = tx_state;
        tx_byte_valid    = 1'b0;
        tx_byte          = 8'h00;
        tx_meta_ready    = 1'b0;
        tx_payload_ready = 1'b0;
        case (tx_state)
            TX_IDLE: begin
                tx_meta_ready = 1'b1;
                if (tx_meta_valid) begin
                    tx_state_nxt = TX_HEAD0;
                end
            end
            TX_HEAD0: begin
                tx_byte_valid = 1'b1;
                tx_byte       = 8'hAA;
                if (tx_byte_ready) begin
                    tx_state_nxt = TX_HEAD1;
                end
            end
            TX_HEAD1: begin
                tx_byte_valid = 1'b1;
                tx_byte       = 8'h55;
                if (tx_byte_ready) begin
                    tx_state_nxt = TX_CMD;
                end
            end
            TX_CMD: begin
                tx_byte_valid = 1'b1;
                tx_byte       = tx_cmd;
                if (tx_byte_ready) begin
                    tx_state_nxt = TX_LEN_L;
                end
            end
            TX_LEN_L: begin
                tx_byte_valid = 1'b1;
                tx_byte       = tx_length[7:0];
                if (tx_byte_ready) begin
                    tx_state_nxt = TX_LEN_H;
                end
            end
            TX_LEN_H: begin
                tx_byte_valid = 1'b1;
                tx_byte       = tx_length[15:8];
                if (tx_byte_ready) begin
                    tx_state_nxt = (tx_length == 16'd0) ? TX_IDLE : TX_PAYLOAD;
                end
            end
            TX_PAYLOAD: begin
                tx_payload_ready = tx_byte_ready;
                tx_byte_valid    = tx_payload_valid;
                tx_byte          = tx_payload_data;
                if (tx_payload_valid && tx_byte_ready) begin
                    if (tx_len_counter + 16'd1 == tx_length) begin
                        tx_state_nxt = TX_IDLE;
                    end
                end
            end
            default: tx_state_nxt = TX_IDLE;
        endcase
    end
    always_ff @(posedge clk or negedge rst_n) begin
        if (!rst_n) begin
            tx_state          <= TX_IDLE;
            tx_len_counter    <= '0;
        end else begin
            tx_state <= tx_state_nxt;
            if (tx_state == TX_IDLE && tx_meta_valid && tx_meta_ready) begin
                tx_len_counter    <= 16'd0;
            end
            if (tx_state == TX_PAYLOAD && tx_payload_valid && tx_byte_ready) begin
                tx_len_counter    <= tx_len_counter + 16'd1;
            end
        end
    end
endmodule
[flow/run.sh]
#!/bin/bash
# OpenROAD 26Q1-2900-gdf79404cd8, Yosys 0.63+post, stock flow scripts
make -C /OpenROAD-flow-scripts/flow DESIGN_CONFIG=/design/flow/config.mk WORK_HOME=/design/flow/orfs finish
[flow/config.mk]
export PLATFORM = sky130hd
export DESIGN_NAME = uart_packet_handler
export DESIGN_NICKNAME = uart_packet_handler
export VERILOG_FILES = /design/flow/design.v
export SDC_FILE = /design/flow/constraint.sdc
export NUM_CORES = 4
export LEC_CHECK = 1
export CORE_UTILIZATION = 50
export SYNTH_HDL_FRONTEND = slang
[flow/constraint.sdc]
current_design uart_packet_handler

set clk_period 176.4
set clk_io_pct 0.2

create_clock -name clk0 -period $clk_period [get_ports {clk}]

set non_clock_inputs [all_inputs -no_clocks]
set_input_delay [expr $clk_period * $clk_io_pct] -clock clk0 $non_clock_inputs
set_output_delay [expr $clk_period * $clk_io_pct] -clock clk0 [all_outputs]
==> results.toml <==
# physical design summary
[run_status]
outcome = "finished, final reports clean"

[critical_path]
cp-start-kind = "input pin"
path_class = "input pin to output pin"
crit_buf_inv = 2
end_kind = "output pin"
crit_required_ns = 141.12
crit-reg2reg-launch = "payload_rd_ptr[5]"
rrSetupSlack_ns = 171.30
cp_max_fo = 3
crit_family = "buffers and inverters"
cpMaxStageDelayCell = "clkdlybuf4s50_1"
crit_arrival_ns = 36.75
r2r_cells = 10
r2r_end = "rx_state[8]"
worstPathCellList = "clkdlybuf4s50_1 > a222oi_1 > nand2_1 > clkdlybuf4s50_1"
cpPeakStageDelay_ns = 0.49
crit_top_cell = "clkdlybuf4s50_1"

[power]
power_w = 0.00214
vdd_ir_drop_max_mv = 0.00942
p_leak_nw = 57.1
power_density_nw_per_um2 = 11.5

[synthesis]
async_reset_ff_share_pct = 2.36
yosys.cell_types.count = 84
yosysTopAreaCell = "edfxtp_1"
yosys.area.top_type_share_pct = 74.6
area_leaders = "edfxtp_1, mux4_2, mux2i_1"
ys_seq_share_pct = 76.1
ys.flops = 4195
ys_chip_area_um2 = 165000
synth_warnings = 0
syn_avg_cell_area_um2 = 20.3
ys.flop_type = "edfxtp_1"
edf_count = 4096
syn_area_um2 = 165000
yosys-stat-cells = 8119
syn_inst = 8119

[clock_tree]
clk_latency_ns = 0.97
root_buffer = "clkbuf_16"
ctsHoldBuffers = 0
cts.sink_count = 4195
htreeDepth = 5
cts_tree = "done"
cts_setup_buffers = 0
clockBufferDepth = 4
cts-resized-gates = 0
clk_pin_slew_ns = 0.06
tritoncts.num_buffers = 428

[final_timing]
hold_slack_ns = 0.472
finalSetupTns_ns = 0
rsz0062_at_grt = "false"
max_slew.worst_pin.slew_ns = 1.06
fmax_mhz = 13.9
slew_headroom_pct = 28.9
fin_crit_ns = 72.03
setup_viol = 0
period_used_pct = 40.8
layout_setup_ws_ns = 104.37
slew_viol_final = 0
hold_viol_final = 0
skew_ns = 0.0574

[routing]
drtIter0Drc = 5586
finalWirelength_um = 460000
ant_nets = 0
firstDrtPassIters = 7
via_count = 82973
viasPerCell = 6.28
wl_per_cell_um = 34.8
post-route-drc-count = 0

[cells_and_area]
area_growth_pct = 12.3
lay_top_count = "edfxtp_1"
largest_reg_flops = 4096
fill_cells = 23620
lay_top_cells = "edfxtp_1, mux4_2, nor2_1, clkbuf_16, mux2i_1"
drive_gt1_share_pct = 22.8
top_register = "payload_mem"

[placement]
gp_congestion = 0.915
io_buffer_count = 96
place_ws_ns = 104.37
hpwlAfterDp_um = 283000

[hold_path]
hold_class = "flip-flop to flip-flop"
holdPathStages = 1
holdPathEnd = "pkt_error[0]"
hp-start = "pkt_error[0]"

[die]
io_pins = 98
rows = 210
dieWidth_um = 576
die_h_um = 576
core_um2 = 328000
fp-utilization_pct = 50.3
chip_area_um2 = 332000

[global_route]
grtUsageTotal_pct = 31.9
gr-total-overflow = 0
grt_antenna_before_repair = 27
grt_max_degree = 130
grt_pass1_vias = 90759
grt_pass1_wl_um = 655000

[run]
drv_cap = 0
warnings = 40
## worst max-delay path by stage
stage	slack (ns)	to	depth (start not counted)	from
after CTS	104.35	tx_byte[0]	4	tx_length[8]
after global routing	104.30	tx_byte[0]	4	tx_length[8]
final	104.37	tx_byte[0]	4	tx_length[8]
## metal layers
metal | wire (µm) | global-route usage [%]
met1 | 141000 | 40.4
met2 | 207000 | 42.9
met3 | 93000 | 27.1
met4 | 16700 | 8.97
met5 | 2040 | 5.04
## metrics by stage
stage	utilization, %	instances	cell area (µm²)
2_1_floorplan	-	8119	165000
3_3_place_gp	52.4	12397	172000
3_5_place_dp	52.4	12397	172000
4_1_cts	56.5	13171	185000
5_1_grt	56.5	13178	185000
6_report	56.5	13205	185000
## cell type report
| type | count | area [µm²] | area share (%) |
|---|---|---|---|
| diodes | 34 | 85.1 | 0.0459 |
| inverters | 15 | 72.6 | 0.0392 |
| flip-flops and latches | 4195 | 126000 | 67.8 |
| repair buffers | 439 | 3690 | 1.99 |
| clock buffers | 529 | 11300 | 6.08 |
| multi-input cells | 3402 | 37100 | 20.0 |
| well taps | 4346 | 5440 | 2.94 |
| clock inverters | 245 | 2110 | 1.14 |
## cell usage after synthesis, drive strengths merged (14+ instances only)
| cell | count |
|---|---|
| o21ai | 176 |
| edfxtp | 4096 |
| o31ai | 22 |
| xor2 | 22 |
| xnor2 | 40 |
| inv | 14 |
| nand4 | 22 |
| a31oi | 31 |
| a211oi | 51 |
| o22ai | 73 |
| mux2 | 46 |
| and2 | 18 |
| nor2 | 625 |
| a211o | 17 |
| a21oi | 119 |
| a221oi | 35 |
| dfrtp | 97 |
| buf | 300 |
| o221ai | 62 |
| o211ai | 20 |
| nand2 | 255 |
| mux4 | 949 |
| nor2b | 25 |
| a22o | 25 |
| a22oi | 92 |
| mux2i | 366 |
| nor4 | 26 |
| clkbuf | 207 |
| and3 | 19 |
| nor3 | 39 |
| nand3 | 79 |
## cell families after synthesis
| group | Yosys count | synth area share [%] |
|---|---|---|
| flops | 4195 | 76.1 |
| buf+inv | 522 | 1.65 |
| simple gates | 1169 | 3.08 |
| xor+xnor | 63 | 0.343 |
| fa+ha+maj | 7 | 0.0531 |
| compound gates | 802 | 3.31 |
| mux | 1361 | 15.5 |
## where the power goes
part,internal (W),leakage [nW],switching (W)
clock,0.000496,6.52,0.000373
sequential,0.00110,38.1,0.00000471
combinational,0.0000714,12.4,0.0000966
Power is estimated from default activity; no workload was simulated.
